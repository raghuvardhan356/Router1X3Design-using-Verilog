File: flow/config.mk
export PLATFORM = sky130hd
export DESIGN_NAME = synchronizer
export DESIGN_NICKNAME = synchronizer
export VERILOG_FILES = /design/flow/design.v
export SDC_FILE = /design/flow/constraint.sdc
export NUM_CORES = 4
export LEC_CHECK = 1
export CORE_AREA = 10 10 87 87
export DIE_AREA = 0 0 97 97
File: flow/constraint.sdc
current_design synchronizer

set clk_period 2.2
set clk_io_pct 0.2

create_clock -name clk0 -period $clk_period [get_ports {clock}]

set non_clock_inputs [all_inputs -no_clocks]
set_input_delay [expr $clk_period * $clk_io_pct] -clock clk0 $non_clock_inputs
set_output_delay [expr $clk_period * $clk_io_pct] -clock clk0 [all_outputs]
File: flow/design.v
module synchronizer(detect_add,data_in,write_enb_reg,clock,resetn,vld_out_0,vld_out_1,vld_out_2,read_enb_0,read_enb_1,read_enb_2,write_enb,fifo_full,empty_0,empty_1,empty_2,soft_reset_0,soft_reset_1,soft_reset_2,full_0,full_1,full_2);
input detect_add,write_enb_reg,clock,resetn,read_enb_0,read_enb_1,read_enb_2,empty_0,empty_1,empty_2,full_0,full_1,full_2;
input[1:0]data_in; 
output vld_out_0,vld_out_1,vld_out_2;
output reg[2:0]write_enb;
output reg fifo_full,soft_reset_0,soft_reset_1,soft_reset_2;
wire sf_0,sf_1,sf_2;
	reg [1:0]fifo_addr;
  	always@(posedge clock)
  	begin
	  	if(!resetn)
		  fifo_addr <= 2'b00;
		  else if(detect_add)
		  fifo_addr <= data_in;
	end
	always@(*)
	begin
		if(write_enb_reg)
		begin
			case(fifo_addr)
				2'b00   : write_enb = 3'b001;
				2'b01   : write_enb = 3'b010;
				2'b10   : write_enb = 3'b100;
				default : write_enb = 3'b000;
			endcase
		end
		else
			write_enb = 3'b000;
	end	
	always@(*)
	begin
		case(fifo_addr)
			2'b00   : fifo_full = full_0;
		  	2'b01   : fifo_full = full_1;
		  	2'b10   : fifo_full = full_2;
		  	default : fifo_full = 1'b0;
	  	endcase
  	end
	reg [4:0]count_0,count_1,count_2;
	always@(posedge clock)
	begin
		if(!resetn)
		begin
			count_0      <= 5'b0;
			soft_reset_0 <= 1'b0;
		end
		else if(!vld_out_0)
		begin
			count_0      <= 5'b0;
			soft_reset_0 <= 1'b0;
		end
		else if(read_enb_0)
		begin
			count_0      <= 5'b0;
			soft_reset_0 <= 1'b0;
		end
		else if(sf_0)
		begin
			count_0      <= 5'b0;
			soft_reset_0 <= 1'b1;
		end
		else
		begin
			count_0      <= count_0 + 5'b1;
			soft_reset_0 <= 1'b0;
		end
	end
	always@(posedge clock)
	begin
		if(!resetn)
		begin
			count_1      <= 5'b0;
			soft_reset_1 <= 1'b0;
		end
		else if(!vld_out_1)
		begin
			count_1      <= 5'b0;
			soft_reset_1 <= 1'b0;
		end
		else if(read_enb_1)
		begin
			count_1      <= 5'b0;
			soft_reset_1 <= 1'b0;
		end
		else if(sf_1)
		begin
			count_1      <= 1'b0;
			soft_reset_1 <= 1'b1;
		end
		else
		begin
			count_1      <= count_1 + 1'b1;
			soft_reset_1 <= 1'b0;
		end
	end
	always@(posedge clock)
	begin
		if(!resetn)
		begin
			count_2      <= 5'b0;
			soft_reset_2 <= 1'b0;
		end
		else if(!vld_out_2)
		begin
			count_2      <= 5'b0;
			soft_reset_2 <= 1'b0;
		end
		else if(read_enb_2)
		begin
			count_2      <= 5'b0;
			soft_reset_2 <= 1'b0;
		end
		else if(sf_2)
		begin
			count_2      <= 5'b0;
			soft_reset_2 <= 1'b1;
		end
		else
		begin
			count_2      <= count_2 + 5'b1;
			soft_reset_2 <= 1'b0;
		end
	end
	assign vld_out_0 = !empty_0;
	assign vld_out_1 = !empty_1;
	assign vld_out_2 = !empty_2;
	assign sf_0 = (count_0 == 5'd29) ? 1'b1:1'b0;
	assign sf_1 = (count_1 == 5'd29) ? 1'b1:1'b0;
	assign sf_2 = (count_2 == 5'd29) ? 1'b1:1'b0;
	endmodule
File: flow/run.sh
#!/bin/bash
# OpenROAD 26Q1-2900-gdf79404cd8, Yosys 0.63+post, stock flow scripts
make -C /OpenROAD-flow-scripts/flow DESIGN_CONFIG=/design/flow/config.mk WORK_HOME=/design/flow/orfs finish
==> writeup.txt <==
The flow ran to the end, and the final reports show no timing, DRC or antenna violations. The total of warnings raised by yosys is 1. STA classifies the critical path startpoint as an input port.

The vias per cell came out at 3.41. The timing report gives the biggest stage delay along the critical path as 0.49 ns. The buffer count from post-CTS setup fixing was 0; the largest driver fanout on the critical path was 3.

Entering global routing, the biggest net connects 11 pins. Count of cell types in the netlist: 18. The signal on the critical path passes through clkdlybuf4s50_1, nor3b_1, clkdlybuf4s50_1. The run gives 0 as the initial antenna violation count. For the worst-skew pair, the clock arrives at the later sink with an insertion delay of 0.25 ns. The share of synthesized area in the top cell type comes to 48.0%. The run gives 48.0% for the share of synthesized area occupied by flip-flops and latches.

Before placement the cells fill 14.8% of the core. The tools report the number of top-level design ports as 25. Buffers inserted to repair hold after CTS numbered 0.

The tools report the wire length of the first global-routing pass as 2780 µm. The final timing report lists a hold violation count of 0. The layout summary lists the proportion of cells stronger than drive strength 1 as 6.25%.

With the number of cell rows at 27, the share of the clock period used by the worst path after layout is 92.5%. The total of flip-flops plus latches after synthesis is 20, and the total DRC errors in the routed layout is 0. The number of clock buffers inserted by TritonCTS was 3. After synthesis, the share of flip-flops with an asynchronous set or reset is 0%.

In this run the maximum-capacitance check reported violations numbering 0. The H-tree level count is 1. For the share of total power in combinational logic, the log shows 9.7%.

After Yosys synthesis, and, or, nand and nor cells account for 26.6% of the synthesized area. The overflow left after global routing was 0; the count of final setup violators was 0. The synthesized instance count is 85. Looking at area per cell type in the netlist, the leader is sky130_fd_sc_hd__dfxtp_1.

With the count of library flops with an enable pin at 0, the worst hold-check slack is 0.469 ns. After synthesis, the largest family of logic cells by area is simple AND/OR/NAND/NOR gates. From left edge to right edge, the die measures 97 µm. The vertical die dimension was 97 µm; the number of logged tool warnings was 28. The routed wirelength normalized by instance count is 9.21 µm. The placed instances occupy a cell area of 1160 µm². CTS saw 20 sinks. The logs give 0 for the number of antenna cells inserted and 628 for the via count of the routed design. Ranked by instance count, the synthesized netlist is headed by sky130_fd_sc_hd__dfxtp_1 (20), sky130_fd_sc_hd__nor2_1 (18), sky130_fd_sc_hd__nand3_1 (8).

The finished cells cover 1200 µm². Looking at the critical path, the single cell with the biggest stage delay is sky130_fd_sc_hd__clkdlybuf4s50_1. In the post-route analysis, the smallest setup slack over all paths is 0.164 ns.

The internal power contribution is 534 µW. STA shows the worst reg2reg path with a cell count of 5. Of the total power, registers draw 56.2%. The number of optimization iterations in the first detailed-route pass was 2; the share of synthesized cell area in full adder, half adder and majority cells was 9.01%. By area the synthesized netlist is led by sky130_fd_sc_hd__dfxtp_1 (48%), sky130_fd_sc_hd__ha_1 (9.0%), sky130_fd_sc_hd__nor2_1 (8.1%). Between clock sinks in the finished design, the worst skew comes to 0.000659 ns. The data arrival at the endpoint of the critical path was 1.60 ns; the total core area was 5640 µm².

The maximum clock frequency is 0.491 GHz, and the worst relative slew slack is 83.3%. The run gives 201 µV as the maximum VDD drop. In the synthesized netlist the dominant register cell turns out to be sky130_fd_sc_hd__dfxtp_1. With the power per unit of standard cell area at 551 nW/µm², the wire length after detailed routing is 1690 µm.

The number of global-route vias before repair was 591. The reported net switching power is 130 µW. The endpoint of the worst hold-timing path was count_1[0].

After floorplanning, the die was sized to cover 9410 µm². In this run the static leakage power is 0.435 nW. In this run, the synthesized area fraction spent on xor and xnor cells is recorded as 9.46%. Per the post-CTS timing run, clock transition at the registers of the reported paths is 0.07 ns.

With the slew of the pin with the lowest slew margin at 0.250 ns, the maximum buffer depth of the clock tree is 2. TritonCTS built the clock tree. The number of cells traversed by the worst hold path was 1; the fraction of power spent switching nets was 19.6%. Setup repair after global routing left no endpoint under its margin. The clock share of power is 34.1%. With the multiplexer share of the synthesized area at 3.60%, the global routing usage summed across all routing layers is 3.45%. Routability congestion estimate from global placement: 0.746. The most numerous cell type found on the critical path is sky130_fd_sc_hd__clkdlybuf4s50_1.

The tools report the master cell of the clock root buffer as sky130_fd_sc_hd__clkbuf_8. Post-synthesis share of cell area spent on and-or and or-and gates: 0.601%. The synthesized netlist was found by Yosys to have 85 cells. In this run the tool buffered the top-level ports with 24 buffer cells.

The post-placement setup slack is 0.159 ns. After the first detailed-routing iteration, the DRC count stood at 15. The synthesized netlist occupies a cell area of 833 µm². The worst register-to-register path has a setup slack of 1.14 ns.

With the signed area change from the synthesized netlist to the final layout at 44.6%, the synthesized area per cell is 9.80 µm². The worst endpoint required time was 1.76 ns. The capture point of the worst register-to-register path is recorded as count_2[2]. The setup total negative slack came out at 0 ns.

The path class of the tightest hold or removal check is reg -> reg. Summed over all nets, the half-perimeter wirelength after detailed placement is 1390 µm. The count of pins over their slew limit was 0. The area of the synthesized netlist per yosys stat was 833 µm². Post-CTS repair ended up resizing 0 cells. Critical hold path startpoint: count_1[0]. By startpoint and endpoint, the worst setup path is classified as in -> out. The tools report the startpoint of the lowest-slack register-to-register path as count_2[1]. The clock period minus final worst setup slack is 2.04 ns. STA classifies the critical path endpoint as a primary output. In this run the remaining antenna-violating nets after routing total 0. Among all cell types in the netlist, the one instantiated most often is sky130_fd_sc_hd__dfxtp_1.
-- cell type report --
cell class              instances  area [µm²]
fillers                       611        4440
multi-input cells              59         410
flip-flops and latches         20         400
repair buffers                 24         240
well taps                      72        90.1
clock buffers                   3        41.3
inverters                       6        22.5
-- critical path: cells and delay by family --
family	cells	cell delay, ns
buffers and inverters	2	0.97
AND/OR/NAND/NOR	1	0.18
-- cells by family (layout without fill, tap and decap cells) --
kind of cell	count (synthesis)	after routing
compound gates	1	1
fa+ha+maj	6	6
mux	3	3
simple gates	40	40
buf+inv	6	33
flops	20	20
xor+xnor	9	9
-- registers in the layout, summed over array words and instances, names as in the netlist --
name / cells
count_0: 5
soft_reset_1: 1
soft_reset_2: 1
soft_reset_0: 1
count_2: 5
count_1: 5
fifo_addr: 2
-- through the flow --
step	utilization (%)	power [mW]	instances
floorplan	-	0.397	85
global placement	20.6	0.446	181
detailed placement	20.6	0.447	181
CTS	21.4	0.676	184
global route	21.4	0.695	184
finish	21.4	0.664	184
-- worst max path at each step --
stage | startpoint | end | cells past startpoint
4_1_cts | write_enb_reg | write_enb[0] | 3
5_1_grt | write_enb_reg | write_enb[0] | 3
6_report | write_enb_reg | write_enb[0] | 3
-- power groups by stage --
stage / clock (mW) / sequential (mW) / combinational (mW)
CTS: 0.238 / 0.373 / 0.0657
global route: 0.250 / 0.374 / 0.0709
finish: 0.226 / 0.373 / 0.0642
-- layer usage --
layer / GRT usage (%) / vias to the layer above / share of wire [%]
met1: 4.81 / 268 / 53
li1: - / 335 / -
met4: 0.564 / 0 / 0.83
met5: 0 / - / 0
met3: 2.08 / 2 / 10
met2: 4.45 / 23 / 35
-- layout by cell type (no fill, tap or decap) --
| cell type | Yosys | routed |
|---|---|---|
| sky130_fd_sc_hd__and3b_1 | 1 | 1 |
| sky130_fd_sc_hd__clkbuf_8 | 0 | 3 |
| sky130_fd_sc_hd__clkdlybuf4s50_1 | 0 | 24 |
| sky130_fd_sc_hd__dfxtp_1 | 20 | 20 |
| sky130_fd_sc_hd__ha_1 | 6 | 6 |
| sky130_fd_sc_hd__inv_1 | 6 | 6 |
| sky130_fd_sc_hd__mux2i_1 | 3 | 3 |
| sky130_fd_sc_hd__nand2_1 | 1 | 1 |
| sky130_fd_sc_hd__nand2_2 | 1 | 1 |
| sky130_fd_sc_hd__nand3_1 | 8 | 8 |
| sky130_fd_sc_hd__nand3b_1 | 1 | 1 |
| sky130_fd_sc_hd__nand4_1 | 3 | 3 |
| sky130_fd_sc_hd__nor2_1 | 18 | 18 |
| sky130_fd_sc_hd__nor2b_1 | 3 | 3 |
| sky130_fd_sc_hd__nor3b_1 | 1 | 1 |
| sky130_fd_sc_hd__nor3b_2 | 1 | 1 |
| sky130_fd_sc_hd__nor4b_2 | 2 | 2 |
| sky130_fd_sc_hd__o21ai_0 | 1 | 1 |
| sky130_fd_sc_hd__xnor2_1 | 3 | 3 |
| sky130_fd_sc_hd__xor2_1 | 6 | 6 |
Power and IR drop assume default switching activity.
