**design/flow/config.mk**
```make
export PLATFORM = sky130hd
export DESIGN_NAME = fsm
export DESIGN_NICKNAME = fsm
export VERILOG_FILES = /design/flow/design.v
export SDC_FILE = /design/flow/constraint.sdc
export NUM_CORES = 4
export LEC_CHECK = 1
export CORE_AREA = 10 10 75 75
export DIE_AREA = 0 0 85 85
```
**design/flow/constraint.sdc**
```tcl
current_design fsm

set clk_period 1.6
set clk_io_pct 0.2

create_clock -name clk0 -period $clk_period [get_ports {clk}]

set non_clock_inputs [all_inputs -no_clocks]
set_input_delay [expr $clk_period * $clk_io_pct] -clock clk0 $non_clock_inputs
set_output_delay [expr $clk_period * $clk_io_pct] -clock clk0 [all_outputs]
```
**design/flow/design.v**
```verilog
module fsm(clk,rst,pkt_valid,busy,parity_done,data_in,soft_reset_0,soft_reset_1,soft_reset_2,fifo_full,low_pkt_valid,fifo_empty_0,fifo_empty_1,fifo_empty_2,detect_add,ld_state,laf_state,full_state,write_enb_reg,rst_int_reg,lfd_state);
 input clk,rst,pkt_valid,parity_done;
 input soft_reset_0,soft_reset_1,soft_reset_2;
 input fifo_full;
 input low_pkt_valid;
 input fifo_empty_0,fifo_empty_1,fifo_empty_2;
 input  [1:0]data_in;
 output busy;
 output detect_add,ld_state,lfd_state,laf_state;
 output full_state;
 output write_enb_reg,rst_int_reg;
 reg [1:0]addr;
 parameter DA=3'b000;
 parameter LFD=3'b001;
 parameter LD=3'b010;
 parameter LP=3'b011;
 parameter FFS=3'b100;
 parameter LAF=3'b101;
 parameter WTE=3'b110;
 parameter CPE=3'b111;
 reg [2:0]present,next;
 always @(posedge clk)
 begin
  if(!rst) addr<=2'bxx;
  else addr<=data_in[1:0];
 end
 always @(posedge clk)
 begin
  if(!rst) present<=DA;
  else if(soft_reset_0 || soft_reset_1 || soft_reset_2) present<=DA;
  else  present<=next;
 end
 always @(*)
 begin
   next=DA;
   case(present)
   DA:begin
      if((pkt_valid & data_in[1:0]==0 & fifo_empty_0 )||(pkt_valid & data_in[1:0]==1 & fifo_empty_1 )||(pkt_valid & data_in[1:0]==2 & fifo_empty_2))
      begin
        next=LFD;
      end
      else if((pkt_valid & data_in[1:0]==0 & !fifo_empty_0)||(pkt_valid & data_in[1:0]==0 & !fifo_empty_0)||(pkt_valid & data_in[1:0]==0 & !fifo_empty_0))
      begin
        next=WTE;
      end
    else next=DA;
   end
  LFD:next=LD;
  LD:begin
     if(fifo_full) next=FFS;
     else if(!fifo_full & !pkt_valid) next=LP;
     else next=LD;
     end
  LP:next=CPE;
  CPE:begin
      if(!fifo_full) next=DA;
      else if(fifo_full) next=FFS;
      end
   FFS:begin
       if(fifo_full) next=FFS;
       else if(!fifo_full) next=LAF;
       end
   LAF:begin
       if(!parity_done && !low_pkt_valid) next=LD;
       else if(parity_done) next=DA;
       else if(!parity_done && low_pkt_valid) next=LP;
       end
   WTE:begin
       if((fifo_empty_0 && addr==0)||(fifo_empty_1 && addr==1)||(fifo_empty_2 &&addr==2))
       begin
         next=LFD;
       end
       else next=WTE;
       end
    endcase
   end
   assign detect_add = (present==DA)?1'b1:1'b0;
   assign lfd_state=(present ==LFD)?1'b1:1'b0;
   assign ld_state=(present==LD)?1'b1:1'b0;
   assign laf_state=(present==LAF)?1'b1:1'b0;
   assign busy=((present==LFD)||(present==LP)||(present==FFS)||(present==LAF)||(present==WTE)||(present==CPE))?1'b1:1'b0;
   assign write_enb_reg =((present==LD)||(present==LAF)||(present==LP))?1'b1:1'b0;
   assign full_state=(present==FFS)?1'b1:1'b0;
   assign rst_int_reg=(present==CPE)?1'b1:1'b0;
endmodule
```
**design/flow/run.sh**
```bash
#!/bin/bash
# OpenROAD 26Q1-2900-gdf79404cd8, Yosys 0.63+post, stock flow scripts
make -C /OpenROAD-flow-scripts/flow DESIGN_CONFIG=/design/flow/config.mk WORK_HOME=/design/flow/orfs finish
```
==> reports/qor.txt <==
End point of the most critical hold path = present[7]
CTS tree = done
Worst reg2reg path startpoint = present[2]
Area of the core region = 4060 sq um
Reg2Reg Depth = 3
Total power density per cell area = 791 nW/um^2
I/O pins = 22
Via/cell ratio = 3.59
Post-DP HPWL = 1140 um
Outcome = finished, final reports clean
Critical path launch point type = input pin
Data arrival at the endpoint of the critical path = 1.67 ns
Portion of the post-synthesis area used by sequential elements = 47.8%
Number of antenna violations at the first check in global routing = 0
Largest net degree at the start of global routing = 8
Remaining design rule violation count = 0
Total of max-cap violations = 0
H-Tree Level Count = 1
Antenna diode count = 0
Most instantiated logic cell after routing = sky130_fd_sc_hd__clkdlybuf4s50_1
Vertical die size = 85 um
Number of cells produced by synthesis = 45
Final wirelength = 1470 um
Highest clock frequency the design can meet = 643 MHz
Die area = 7230 sq um
DP Area = 739 sq um
Worst reg2reg path endpoint = present[6]
Horiz. Die Dim = 85 um
Critical path class = in -> reg
Layout cells sized above 1 = 22.1%
Async set-or-reset flop fraction in the synthesized netlist = 0%
Total global routing overflow = 0
Number of synthesized flops with an enable pin = 0
Sinks on the clock net = 10
Placer congestion estimate = 0.814
Number of buffers added by the clock tree synthesis step = 3
Via total after detailed routing = 456
Final number of hold-violating endpoints = 0
Highest net fanout along the worst path = 2
Leakage = 0.307 nW
Number of failing setup endpoints in the final timing report = 0
Top flip-flop cell by instance count after synthesis = sky130_fd_sc_hd__dfxtp_1
Row count = 23
Cell variety after synth = 24
Highest ir drop seen on vdd = 0.432 mV
Dominant logic cell types in the final layout = sky130_fd_sc_hd__clkdlybuf4s50_1, sky130_fd_sc_hd__dfxtp_1, sky130_fd_sc_hd__buf_4, sky130_fd_sc_hd__nor2_1, sky130_fd_sc_hd__clkbuf_8
Post-synthesis instance area = 419 sq um
Remaining number of nets flagged by the antenna check after routing = 0
Final standard cell area without fillers = 802 sq um
GR Util All Layers = 4.14%
Worst setup EP type = flip-flop
Clock transition at the register clock pins on the worst setup and hold paths after CTS = 0.05 ns
Final routed wire length divided by cell count = 11.6 um
Cell total in the yosys stat output = 45
Worst-case register-to-register setup slack = 0.52 ns
Yosys synthesis chip area = 419 sq um
Placement-stage worst setup slack = -0.198 ns
Seq cells post-synth = 10
Slew HR = 85.3%
Least setup slack across all paths after layout = 0.0456 ns
Global-route wire length before repair = 2500 um
Number of buffers inserted by port buffering = 21
Pre-Place Util = 10.3%
Syn_area_per_cell = 9.31 sq um
Synthesis Warnings = 1
Detailed-routing iteration count for the pre-antenna-repair pass = 4
First DRT Iteration DRCs = 15
Setup repair after global routing missed its margin = false
Final Critical Period = 1.55 ns
Worst hold path stage count = 2
Final period util = 97.1%
CTS root buffer = sky130_fd_sc_hd__clkbuf_8
Post-cts hold-fix buffer tally = 0
CP Data Required Time = 1.72 ns
Post-synthesis to final-layout area growth = 91.3%
Worst-case clock skew = 0.000293 ns
Vias in the first global route = 519
Maximum buffer depth of the clock tree = 2
Tool warnings = 25
Pin slew with the least headroom to its limit = 0.219 ns
Type of the worst min-delay path = reg -> reg
Insertion Delay late pin = 0.23 ns
Number of pins with negative max-slew slack in the final report = 0
Beginning of the worst hold path = present[6]
sequential cells by signal (all words and copies together), names as in the netlist:
| register | count |
|---|---|
| addr | 2 |
| present | 8 |
cells in the mapped netlist, types with 2 or more instances:
cell,instances,area (sq um)
sky130_fd_sc_hd__dfxtp_1,10,200
sky130_fd_sc_hd__nor3_1,3,15.0
sky130_fd_sc_hd__a21oi_1,3,15.0
sky130_fd_sc_hd__nor3b_1,2,15.0
sky130_fd_sc_hd__mux2_2,2,22.5
sky130_fd_sc_hd__nor2_1,4,15.0
sky130_fd_sc_hd__nand2_1,2,7.51
sky130_fd_sc_hd__inv_1,3,11.3
routing by layer:
metal	vias to the layer above	wire [um]	part of all wire [%]	GRT usage (%)
li1	228	-	-	-
met1	208	766	52	5.79
met2	18	544	37	5.45
met3	2	151	10	2.50
met4	0	8	0.54	0.299
met5	-	0	0	0
critical path, stage by stage:
cell	delay (ns)
sky130_fd_sc_hd__clkdlybuf4s50_1	0.50
sky130_fd_sc_hd__mux2_2	0.34
sky130_fd_sc_hd__mux2_2	0.26
sky130_fd_sc_hd__a32oi_1	0.19
sky130_fd_sc_hd__nor2_1	0.06
what timing repair did:
action                                  4_1_cts  5_1_grt
endpoints found under the setup margin        2        0
buffers inserted                              1        0
resized                                       4        0
layout make-up:
cell class / count / area [sq um]
Clock buffer: 4 / 55.1
Fill cell: 436 / 3260
Inverter: 3 / 11.3
Multi-Input combinational cell: 31 / 203
Sequential cell: 10 / 203
Tap cell: 50 / 62.6
Timing Repair Buffer: 29 / 268
cells by family after synthesis:
kind of cell / synth area share, %
buf+inv: 3.88
mux: 7.76
simple gates: 26.0
flops: 47.8
compound gates: 14.6
worst max-delay path by stage:
| stage | start | end | slack [ns] | cells past startpoint |
|---|---|---|---|---|
| 4_1_cts | soft_reset_2 | present[0] | 0.05 | 4 |
| 5_1_grt | soft_reset_2 | present[0] | 0.02 | 4 |
| 6_report | data_in[0] | present[4] | 0.05 | 5 |
per-stage QoR:
stage / power, mW / hold slack (ns) / util, % / std cells / TNS [ns]
finish: 0.634 / 0.457 / 19.8 / 127 / 0
detailed placement: 0.334 / 0.442 / 18.2 / 122 / -0.577
global placement: 0.333 / 0.451 / 18.2 / 122 / -0.461
floorplan: 0.278 / 0.348 / - / 45 / 0
global route: 0.672 / 0.471 / 19.8 / 127 / 0
CTS: 0.640 / 0.455 / 19.8 / 127 / 0
report_power, final:
part / switching (mW) / internal [mW]
sequential: 0.00229 / 0.253
clock: 0.0884 / 0.215
combinational: 0.0241 / 0.0510
total: 0.115 / 0.520
Power figures rest on the tool's default switching activity, not on a simulated workload.
