### flow/run.sh
#!/bin/bash
# OpenROAD 26Q1-2900-gdf79404cd8, Yosys 0.63+post, stock flow scripts
make -C /OpenROAD-flow-scripts/flow DESIGN_CONFIG=/design/flow/config.mk WORK_HOME=/design/flow/orfs finish
### flow/config.mk
export PLATFORM = sky130hd
export DESIGN_NAME = fifo_router
export DESIGN_NICKNAME = fifo_router
export VERILOG_FILES = /design/flow/design.v
export SDC_FILE = /design/flow/constraint.sdc
export NUM_CORES = 4
export LEC_CHECK = 1
export CORE_UTILIZATION = 40
### flow/constraint.sdc
current_design fifo_router

set clk_period 5.5
set clk_io_pct 0.2

create_clock -name clk0 -period $clk_period [get_ports {clk}]

set non_clock_inputs [all_inputs -no_clocks]
set_input_delay [expr $clk_period * $clk_io_pct] -clock clk0 $non_clock_inputs
set_output_delay [expr $clk_period * $clk_io_pct] -clock clk0 [all_outputs]
### flow/design.v
module fifo_router(clk,rst,wr_en,soft_rst,rd_en,data_in,lfd_state,empty,data_out,full);
  input clk,rst,soft_rst,wr_en,rd_en,lfd_state;
  input [7:0]data_in;
  output reg [7:0]data_out;
  output empty,full;
  reg lfd_state_delay;
  reg [4:0]wr_ptr,rd_ptr;
  reg [6:0]counter;
  reg [8:0]mem[0:15];
      always @(posedge clk)
           begin
             if(!rst)
                lfd_state_delay<=0;
             else 
             begin
                lfd_state_delay<=lfd_state;
             end
          end
    always @(posedge clk)
    begin
      if(!rst)
         wr_ptr<=0;
      else if(soft_rst)
         wr_ptr<=0;
      else if(wr_en && !full)
      begin 
          mem[wr_ptr[3:0]]<={lfd_state_delay,data_in};
          wr_ptr<=wr_ptr+1;
      end
    end
     always @(posedge clk)
     begin
       if(!rst)
         data_out<=8'bz;
       else if(soft_rst)
           data_out<=8'bz;
       else if(rd_en && !empty)
       begin
           if(counter!=0)
           begin
              data_out<=mem[rd_ptr[3:0]];
           end
           else
             data_out<=8'bz;
       end
       else
            data_out<=8'bz;
       end
       always @(posedge clk)
       begin
         if(!rst)
           rd_ptr<=0;
         else if(soft_rst)
            rd_ptr<=0;
         else if(rd_en && !empty)
         begin
           if(counter!=0)
           begin
             rd_ptr<=rd_ptr+1'b1;
           end
           else
             rd_ptr<=rd_ptr;
         end
         end
         always @(posedge clk)
         begin
           if(!rst)
              counter<=0;
           else if(soft_rst)
              counter<=0;
           else if(rd_en && !empty)
           begin
               if(mem[rd_ptr[3:0]][8]==1'b1)
                 counter<=mem[rd_ptr[3:0]][7:2]+1'b1;
               else if(counter!=0)
               begin
                 counter<=counter-1'b1;
               end
               else counter <=0;
           end
           end
          assign full=(wr_ptr==({~rd_ptr[4],rd_ptr[3:0]}))?1'b1:1'b0;
          assign empty =(wr_ptr==rd_ptr)?1'b1:1'b0;
endmodule
==> ci_impl_report.md <==
### Metrics collected by this job

| Metric | Value |
|---|---|
| Die Size | 18000 um^2 |
| Cell area after layout | 8050 um^2 |
| Drt wl/cell | 21.1 um |
| Yosys warning total | 5 |
| Crit Path Category | reg -> reg |
| Clock-pin slew on the worst setup and hold paths | roughly 70 ps |
| Final hold violations | 0 |
| Max-cap violations | 0 |
| Setup TNS | 0 ps |
| CP delay by family, top | AND-OR/OR-AND gates |
| H-tree levels | 4 |
| Chip width | about 130 um |
| Synth Seq Share | 70.6% |
| First-pass GRT wire length | 21400 um |
| Io pins | 24 |
| Vias per cell | 5.40 |
| Yosys cell types | 45 |
| Worst EP arrival | 3600 ps |
| EDFF count, synth | 144 |
| Pwr dens | ~340 nW/um^2 |
| Top-count cell post-synth | edfxtp_1 |
| Unrepaired setup endpoints after global routing | no |
| Hold Path Class | reg -> reg |
| Max FO, Critical Path | 20 |
| Worst endpoint required time | 5840 ps |
| Rows | approximately 47 |
| P_leak | 2.56 nW |
| Vias | 3538 |
| Routed WL | 13800 um |
| CP Cell Sequence | buf_4 > mux4_1 > a22oi_1 > nand2_1 > ha_1 > inv_1 > nand2_1 > a31o_2 > a21oi_1 |
| Count of pins over their slew limit | 0 |
| Area of the mapped netlist | 6980 um^2 |
| OpenROAD warnings | 28 |
| Drt pass-1 iters | 4 |
| Share of cells above drive strength 1 | 12.4% |
| Most used cell, CP | nand2_1 |
| Clock Latency Late Sink | 430 ps |
| Relative slew slack | 43.2% |
| Async SR Flop Fraction | 0% |
| Hold slack | between 400 and 500 ps |
| Commonest cells post-synth | edfxtp_1, dfxtp_1, nor2_1, mux4_1, nand2_1 |
| Final ANT Viol Nets | 0 |
| Top cells by area | edfxtp_1, mux4_1, dfxtp_1, mux4_2, nor2_1 |
| HPWL after DPL | 9040 um |
| Worst Skew | 10.6 ps |
| Quantity of gates resized following cts | 0 |
| Sink Count | 174 |
| Largest net degree at the start of global routing | 37 |
| Synth area leader | edfxtp_1 |
| R2r setup slk | 2240 ps |
| Initial DRC count | about 190 |
| Slew @ Worst Pin | 844 ps |
| Final min period | 3260 ps |
| Peak supply drop | 213 uV |
| Ant diodes | 0 |
| Initial antenna violation count | 0 |
| Final worst-path cycle share | about three fifths |
| Fillcell total | 1402 |
| Placement Cell Area | roughly 7400 um^2 |
| Total GRT Usage | 17.8% |
| CP bufs+invs | 2 |
| Max Root-Sink Buffers | 2 |
| Max Freq | 307 MHz |
| Instance count of the mapped netlist | 391 |
| Synthesized registers | 174 |
| Area Growth Syn to Fin | 15.4% |
| Status | finished clean |
| Syn avg cell area | roughly 18 um^2 |
| IO buf count | 23 |
| Crit-path max cell delay | 670 ps |
| Final setup violation count | 0 |
| RePlAce Congestion | between 0.8 and 0.9 |
| Post-CTS setup buffer count | 0 |
| Grt ovf | 0 |
| Die Y | ~130 um |
| CORE AREA | 16800 um^2 |
| Ys flop type | edfxtp_1 |
| Yosys cell count | 391 |
| Yosys Chip Area | 6980 um^2 |
| Hold_buf cts | 0 |
| CTS tree | done |
| FP Util | 41.5% |
| Post-synth top area share | 62.0% |
| Vias in the first global route | 3685 |
| CTS root buf | clkbuf_16 |
| Startpoint types | flop |
| Num CTS Buffers | 17 |
| CP max-delay cell | dfxtp_2 |
| Setup crit end kind | flop |
| Residual DRC | 0 |
-- cell type report --
cell class                 instances  area (um^2)  area share, %
tap                              220          275           3.42
clock buffer                      17          425           5.29
timing repair buffer              30          283           3.51
clock inverter                    15          209           2.60
inverter                           9         33.8          0.420
multi-input combinational        190         1900           23.6
sequential                       174         4930           61.2
-- path summary, 6_finish.rpt --
| kind | from | to | cells past startpoint |
|---|---|---|---|
| setup / recovery | flop | counter[2] | 9 |
| hold / removal | counter[6] | counter[6] | 2 |
| setup reg to reg | flop | counter[2] | 9 |
| hold reg to reg | counter[6] | counter[6] | 2 |
-- per-stage QoR --
step	util, %	setup slack [ps]	total power, mW	std cells
finish	47.9	2240	2.77	655
CTS	47.9	2260	2.79	655
global route	47.9	1940	2.85	655
global placement	44.1	2070	1.53	623
detailed placement	44.1	2020	1.53	623
floorplan	-	2800	1.49	391
-- worst register-to-register path, cell delays in order, from the launching register on --
cell     delay [ps]
dfxtp_2         670
buf_4           430
mux4_1          680
a22oi_1         400
nand2_1         210
ha_1            270
inv_1           110
nand2_1          60
a31o_2          240
a21oi_1         110
-- layout by cell type (no fill, tap or decap), types with 2 or more instances in the layout --
| cell | instances |
|---|---|
| dfxtp_1 | 29 |
| a22oi_1 | 8 |
| clkinv_2 | 2 |
| nand2b_1 | 5 |
| xor2_1 | 4 |
| bufinv_16 | 4 |
| inv_1 | 9 |
| mux4_2 | 9 |
| nor3_1 | 7 |
| a32oi_1 | 2 |
| and2_1 | 2 |
| buf_4 | 7 |
| a211oi_1 | 3 |
| a21oi_1 | 7 |
| a31oi_1 | 2 |
| nor2b_1 | 3 |
| nand2_1 | 20 |
| nand4_1 | 2 |
| nand3_1 | 8 |
| clkinvlp_4 | 2 |
| clkdlybuf4s50_1 | 23 |
| ha_1 | 7 |
| nor2_1 | 30 |
| edfxtp_1 | 144 |
| nor4_1 | 4 |
| inv_6 | 2 |
| inv_8 | 3 |
| mux4_1 | 29 |
| a31o_2 | 2 |
| o21a_1 | 2 |
| o21ai_0 | 6 |
| a22oi_2 | 2 |
| xnor2_1 | 11 |
| and4_1 | 2 |
| clkbuf_16 | 17 |
-- logic make-up (layout without fill, tap and decap cells) --
kind of cell               count (synthesis)  in the layout  share of synthesized area (%)
AOI/OAI and AO/OA                         38             38                           3.75
xor gates and xnor gates                  15             15                           1.88
adders and majority gates                  7              7                           1.26
buffers and inverters                     27             71                           2.21
DFF                                      174            174                           70.6
muxes                                     39             39                           14.0
and+or+nand+nor                           91             91                           6.33
-- report_power, final --
group	leakage, nW	switching (mW)	internal, mW	total [mW]
Clock	0.307	0.497	0.769	1.27
Sequential	1.54	0.00468	1.43	1.44
Combinational	0.710	0.0390	0.0250	0.0640
Total	2.56	0.541	2.22	2.77
-- sequential cells by signal, summed over array words and instances, names as in the netlist, named ones only --
register and flops:
wr_ptr 5, rd_ptr 5, counter 7, mem 144, data_out 8, lfd_state_delay 1
-- metal layers --
layer,GRT usage [%],wire length (um),vias to the layer above
li1,-,-,1622
met1,24.5,5520,1739
met2,26.1,6440,170
met3,11.9,1710,7
met4,1.75,139,0
met5,0,0,-
Power is estimated from default activity; no workload was simulated.
